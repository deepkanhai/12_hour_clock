==> ./design.v <==
module top_module(
    input clk,
    input reset,
    input ena,
    output pm,
    output [7:0] hh,
    output [7:0] mm,
    output [7:0] ss); 
    reg[3:0]ss1;			
    reg[3:0]ss2;
    reg[3:0]mm1;
    reg[3:0]mm2;
    reg[3:0]hh1;
    reg[3:0]hh2;
    assign ss = {ss2,ss1};
    assign mm = {mm2,mm1};
    assign hh = {hh2,hh1};
    always @ (posedge clk) begin
        if (reset)
            pm = 1'b0;  
        else if ((hh2 == 1) && (hh1 == 1) && (mm2 == 5) && (mm1 == 9) && (ss2 == 5) && (ss1 == 9))
            pm <= ~pm;
    end
    always @ (posedge clk) begin
        if (reset)
            ss1 <= 4'b0;
        else if (ena) begin
			if(ss1 == 9)
            	ss1 <= 0;
        	else 
           	 	ss1 <= ss1 +1;
        end
    end  
    always @ (posedge clk) begin
        if (reset)
            ss2 <= 4'b0;
        else if (ena) begin
            if ((ss2 == 5) && (ss1 == 9))
            	ss2 <= 0;
        	else if (ss1 == 9)
            	ss2 <= ss2 +1;
        end
    end  
    always @ (posedge clk) begin
        if (reset)
            mm1 <= 4'b0;
        else if (ena) begin
            if ((mm1 == 9) && (ss2 == 5) && (ss1 == 9))
            	mm1 <= 0;
            else if ((ss2 == 5) && (ss1 == 9))
            	mm1 <= mm1 +1;
         end
    end   
    always @ (posedge clk) begin
        if (reset)
            mm2 <= 4'b0;
        else if (ena) begin
            if ((mm2 == 5) && (mm1 == 9) && (ss2 == 5) && (ss1 == 9))
            	mm2 <= 0;
            else if ((mm1 == 9) && (ss2 == 5) && (ss1 == 9))
            	mm2 <= mm2 +1;
        end
    end    
    always @ (posedge clk) begin
        if (reset)
            hh1 <= 2;
        else if (ena) begin
            if ((mm2 == 5) && (mm1 == 9) && (ss2 == 5) && (ss1 == 9))
                if (hh1 == 9)
                	hh1 <= 0;
            else if ((hh2 == 1) && (hh1 == 2))
                	hh1 <= 1;
         		else
            		hh1 <= hh1 +1;
         end
    end
    always @ (posedge clk) begin
        if (reset)
            hh2 <= 1;
        else if (ena) begin
            if ((hh2 == 1) && (hh1 == 2) && (mm2 == 5) && (mm1 == 9) && (ss2 == 5) && (ss1 == 9))
            	hh2 <= 0;
            else if ((hh1 == 9) && (mm2 == 5) && (mm1 == 9) && (ss2 == 5) && (ss1 == 9)) 
            	hh2 <= hh2 +1;
        end
    end
endmodule
==> ./run.sh <==
#!/bin/bash
# OpenROAD 26Q1-2900-gdf79404cd8, Yosys 0.63+post, stock flow scripts
make -C /OpenROAD-flow-scripts/flow DESIGN_CONFIG=/design/flow/config.mk WORK_HOME=/design/flow/orfs finish
==> ./config.mk <==
export PLATFORM = sky130hd
export DESIGN_NAME = top_module
export DESIGN_NICKNAME = top_module
export VERILOG_FILES = /design/flow/design.v
export SDC_FILE = /design/flow/constraint.sdc
export NUM_CORES = 4
export LEC_CHECK = 1
export CORE_AREA = 10 10 100 100
export DIE_AREA = 0 0 110 110
==> ./constraint.sdc <==
current_design top_module

set clk_period 2.4
set clk_io_pct 0.2

create_clock -name clk0 -period $clk_period [get_ports {clk}]

set non_clock_inputs [all_inputs -no_clocks]
set_input_delay [expr $clk_period * $clk_io_pct] -clock clk0 $non_clock_inputs
set_output_delay [expr $clk_period * $clk_io_pct] -clock clk0 [all_outputs]
==> results.txt <==
run metrics: CP cell instances ha_1 -> and3b_1 -> nand4_1 -> or4_1 -> a221oi_2, largest net degree at the start of global routing 17, Fill cells 846, Top cell excl fill/tap clkdlybuf4s50_1, # Cells Yosys 162, vias in the first global route 1173, Site Rows 32, Max IR drop VDD 0.1709 mV, Sink Count 25, Max H-tree Level 1, cts repair resizes 0, register area 500.5 µm², Bufs and invs on worst path 0, OpenROAD warning count 31, fp util 17.71%, CTS Root Cell clkbuf_8, Mapped Avg Cell Area 8.534 µm², CP max stage delay 490 ps, Top Layout Cells clkdlybuf4s50_1, dfxtp_1, a21oi_1, o21ai_0, Worst Max-Slew Pin Slew 539.5 ps, Setup crit start kind flop, Setup WS pre-CTS 58.76 ps, final core occ 23.29%, HP Class reg -> reg, Final Hold Viols 0, 1st-pass router iterations 5, WL per Instance 12.34 µm, Tot GR Track Use 5.887%, drt via density 4.345, DP Cell Count 286, num ports 28, Congestion Overflow GR 0, Logic area 820.8 µm², Die H 110 µm, final period utilization 87.36%, Die X 110 µm, Crit-path slowest cell or4_1, CORE AREA 0.007807 mm², status finished clean, Flops after synth 25, RSZ-0062 raised after global routing no, Slew HR 63.96%, clk slew on worst S/H paths 90 ps, total negative slack 0 ps, Syn Inst Count 162, YS warnings 3, initial DRC count 192, number of max-cap violations 0, Post CTS Setup Buffer Count 0, ratio of cells with drive above 1 in the final layout 5.851%, Post-Synth Adder-Cell Area 9.955%, Distinct lib cells used 37, drc violations 0, CTS tree yes, dpl hpwl 2.717 mm, mux contribution to synthesized area 1.448%, slack of the critical path 303.4 ps, peak fanout along the critical path 11, CP delay by family, top simple AND/OR/NAND/NOR gates, fraction of registers with async set/reset 0%, PwrDens 395.4 mW/mm², total wire length 3.580 mm, Crit path arrival time 2290 ps, fin. max-slew vios 0, fmax 477.0 MHz, CTS Buf Count 3, Die ar. 0.01210 mm², Largest logic family simple AND/OR/NAND/NOR gates, gpl congestion 0.8854, Vias 1260, CTS max path bufs 2, input/output buffers 27, Layout area overhead 31.49%, CP required 2590 ps, Setup crit end kind flop, # hold bufs at CTS 0, skew final 3.168 ps, endpoints failing setup 0, Compound-Gate Fraction of Synth Area 15.20%, Hold WS 490.5 ps, Post-Syn Area 0.001383 mm², area reported by Yosys stat 0.001383 mm², sequential share of the synthesized area 36.20%, XORs/XNORs by Area 3.167%, flip-flops with a built-in enable 0, Antenna diodes 0, Setup Crit Path Kind reg -> reg, first-pass GRT wire length 5.920 mm, Simple-Gate Area Share 29.59%, post-route ant nets 0, Commonest flop dfxtp_1, Clk Latency, worst-skew pair 270 ps, initial antenna violation count 0, leak pwr 0.0006059 µW, Finished Layout Cells 290, Final Critical Period 2097 ps
-- path summary, 6_finish.rpt --
| check | startpoint | endpoint | slack, ps | cells past startpoint |
|---|---|---|---|---|
| worst max register to register | ss2[0]$_SDFFE_PP0P_ | hh2[2]$_SDFFE_PP0P_ | 300 | 5 |
| worst max-delay path | ss2[0]$_SDFFE_PP0P_ | hh2[2]$_SDFFE_PP0P_ | 300 | 5 |
| worst min-delay path | pm$_SDFFE_PP0P_ | pm$_SDFFE_PP0P_ | 490 | 2 |
| worst min register to register | pm$_SDFFE_PP0P_ | pm$_SDFFE_PP0P_ | 490 | 2 |
-- synth_stat cells, types with 2 or more instances --
| master | number | area, µm² |
|---|---|---|
| nor3_1 | 4 | 20.02 |
| clkbuf_1 | 6 | 22.52 |
| nand3_1 | 8 | 40.04 |
| a21oi_1 | 13 | 65.06 |
| xnor2_1 | 3 | 26.28 |
| nor3b_1 | 2 | 15.01 |
| dfxtp_1 | 25 | 500.5 |
| inv_1 | 9 | 33.78 |
| mux2i_1 | 2 | 20.02 |
| nor2b_1 | 2 | 12.51 |
| nand2_1 | 8 | 30.03 |
| ha_1 | 11 | 137.6 |
| nor4_1 | 5 | 31.28 |
| xor2_1 | 2 | 17.52 |
| nor2_1 | 11 | 41.29 |
| o21ai_0 | 12 | 60.06 |
| o31ai_1 | 3 | 22.52 |
| nand4_1 | 5 | 31.28 |
| o211ai_1 | 2 | 15.01 |
| and3b_1 | 3 | 26.28 |
| and4_1 | 2 | 17.52 |
| or3_1 | 4 | 25.02 |
| or4_1 | 3 | 22.52 |
| nand4b_1 | 2 | 17.52 |
| nand3b_1 | 3 | 22.52 |
-- area by class of cell --
type | instances | share of cell area [%]
Clock buffer | 3 | 2.271
Sequential cell | 25 | 27.53
Timing Repair Buffer | 29 | 15.69
Tap cell | 102 | 7.020
Inverter | 9 | 1.858
Clock inverter | 1 | 0.4818
Multi-Input combinational cell | 121 | 45.15
-- metrics by stage --
stage               area, µm²  power [µW]
finish                   1818       718.8
detailed placement       1768       463.9
CTS                      1818       732.5
floorplan                1383       445.4
global route             1818       755.2
global placement         1768       463.0
-- state kept, by name, summed over array words and instances, names as in the netlist --
name / flops
hh2: 4
ss1: 4
mm2: 4
pm: 1
ss2: 4
mm1: 4
hh1: 4
-- metal layers --
layer	wire, µm	share of wire, %	track usage [%]
met4	47	1.3	0.9294
met1	1612	45	7.892
met2	1654	46	9.314
met5	0	0	0
met3	265	7.4	1.821
-- tightest hold or removal path, cell delays in order, from the launching register on --
cell and delay [ps]:
dfxtp_1 320, o21ai_0 70, a21oi_1 60
-- report_power, final --
part,switching [µW],internal (µW)
Clock,144,122
Combinational,16.4,13.9
Sequential,5.29,418
Total,165,553
-- kinds of logic (layout without fill, tap and decap cells) --
| family | after synthesis | in the layout |
|---|---|---|
| fa+ha+maj | 11 | 11 |
| buf+inv | 16 | 42 |
| mux | 2 | 2 |
| simple gates | 68 | 68 |
| compound gates | 35 | 35 |
| xor+xnor | 5 | 5 |
| flops | 25 | 25 |
Power and IR drop assume default switching activity.
